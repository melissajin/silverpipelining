<file path="flow/run.sh">
#!/bin/bash
# OpenROAD 26Q1-2900-gdf79404cd8, Yosys 0.63+post, stock flow scripts
make -C /OpenROAD-flow-scripts/flow DESIGN_CONFIG=/design/flow/config.mk WORK_HOME=/design/flow/orfs finish
</file>
<file path="flow/config.mk">
export PLATFORM = sky130hd
export DESIGN_NAME = arbiter_control
export DESIGN_NICKNAME = arbiter_control
export VERILOG_FILES = /design/flow/design.v
export SDC_FILE = /design/flow/constraint.sdc
export NUM_CORES = 4
export LEC_CHECK = 1
export CORE_AREA = 10 10 70 70
export DIE_AREA = 0 0 80 80
</file>
<file path="flow/constraint.sdc">
current_design arbiter_control

set clk_period 1.0
set clk_io_pct 0.2

create_clock -name clk0 -period $clk_period [get_ports {clk}]

set non_clock_inputs [all_inputs -no_clocks]
set_input_delay [expr $clk_period * $clk_io_pct] -clock clk0 $non_clock_inputs
set_output_delay [expr $clk_period * $clk_io_pct] -clock clk0 [all_outputs]
</file>
<file path="flow/design.v">
package lc3b_types;
typedef logic [15:0] lc3b_word;
typedef logic [7:0] lc3b_byte;
typedef logic [255:0] lc3b_cacheline;
typedef logic [2:0] lc3b_c_index;
typedef logic [7:0] lc3b_c_tag;
typedef logic [6:0] lc3b_7b_plru;
typedef logic [8:0]  lc3b_offset9;
typedef logic [5:0]  lc3b_offset6;
typedef logic [10:0] lc3b_offset11;
typedef logic [10:0] lc3b_ir_10_0;
typedef logic [4:0]  lc3b_imm5;
typedef logic [3:0]  lc3b_imm4;
typedef logic [7:0]  lc3b_trapvect8;
typedef logic  [2:0] lc3b_reg;
typedef logic  [2:0] lc3b_nzp;
typedef logic  [1:0] lc3b_mem_wmask;
typedef enum bit [3:0] {
    op_add  = 4'b0001,
    op_and  = 4'b0101,
    op_br   = 4'b0000,
    op_jmp  = 4'b1100,    
    op_jsr  = 4'b0100,    
    op_ldb  = 4'b0010,
    op_ldi  = 4'b1010,
    op_ldr  = 4'b0110,
    op_lea  = 4'b1110,
    op_not  = 4'b1001,
    op_rti  = 4'b1000,
    op_shf  = 4'b1101,
    op_stb  = 4'b0011,
    op_sti  = 4'b1011,
    op_str  = 4'b0111,
    op_trap = 4'b1111
} lc3b_opcode;
typedef enum bit [3:0] {
    alu_add,
    alu_and,
    alu_not,
    alu_pass,
    alu_sll,
    alu_srl,
    alu_sra
} lc3b_aluop;
typedef struct packed {
    lc3b_aluop aluop;
    logic offset6_lsse;
    logic marmux_EX_sel;
    logic[1:0] alumux_sel;
} lc3b_control_word_ex;
typedef struct packed {
    logic d_mem_read;
    logic d_mem_write;
    logic offset6_lsse;
    logic [1:0] forward_MEM_sel;
} lc3b_control_word_mem;
typedef struct packed {
    logic d_mem_read;                
    logic d_mem_write;
    lc3b_opcode opcode;
    logic destmux_sel;
    logic[1:0] regfilemux_sel;
    logic load_cc;
    logic load_regfile;
    logic [1:0] forward_WB_sel;
} lc3b_control_word_wb;
typedef struct packed {
    logic src2mux_sel;
    lc3b_control_word_ex ex;
    lc3b_control_word_mem mem;
    lc3b_control_word_wb wb;
} lc3b_control_word;
typedef struct packed {
    logic load_d;
    logic load_v;
    logic load_TD;
    logic d_in;
    logic v_in;
} lc3b_cWay_ctl;
typedef struct packed {
    logic load_lru;
    lc3b_cWay_ctl way0;
    lc3b_cWay_ctl way1;
    lc3b_cWay_ctl way2;
    lc3b_cWay_ctl way3;
    lc3b_cWay_ctl way4;
    lc3b_cWay_ctl way5;
    lc3b_cWay_ctl way6;
    lc3b_cWay_ctl way7;
} lc3b_L2_ctl;
typedef struct packed {
    logic d_out;
    logic v_out;
    logic hit;
} lc3b_cWay_state;
typedef struct packed {
    lc3b_cWay_state way0;
    lc3b_cWay_state way1;
    lc3b_cWay_state way2;
    lc3b_cWay_state way3;
    lc3b_cWay_state way4;
    lc3b_cWay_state way5;
    lc3b_cWay_state way6;
    lc3b_cWay_state way7;
} lc3b_L2_state;
typedef struct packed {
    lc3b_reg dest_mem;
	lc3b_reg dest_wb;
	lc3b_reg src1_ex;
	lc3b_reg src2_ex;
	logic load_regfile_mem;
	logic load_regfile_wb;
} lc3b_forward_ex;
typedef struct packed {
    logic load_regfile_wb;
    lc3b_reg dest_wb;
    lc3b_reg sourceR_mem;
    lc3b_reg baseR_mem;
} lc3b_forward_mem;
typedef struct packed {
    logic load_regfile_wb;
    lc3b_word forward_val;
    lc3b_reg dest_wb;
} lc3b_forward_save;
typedef struct packed {
    logic valid;
    logic dirty;
    lc3b_word addr;
    lc3b_cacheline data;
} lc3b_eviction_array_entry;
endpackage : lc3b_types
 module arbiter_control
 (
	input clk,
	input priority2_read_in, priority1_read_in,
	input priority2_write_in, priority1_write_in,
	input s_resp_in,
	output logic cache_arbiter_sel, access
 );
 enum int unsigned {
	 idle, d_cache, i_cache
 } state, next_state;
always_comb
begin : state_actions
	cache_arbiter_sel = 1'b0;
    if(state == d_cache)
        cache_arbiter_sel = 1'b1;
    access = 1'b1;
    if(s_resp_in)
        access = 1'b0;
end
always_comb
begin : next_state_logic
	next_state = state;
	case(state)
		idle: begin
    		if(priority1_read_in | priority1_write_in)
				next_state = d_cache;
    		else if(priority2_read_in | priority2_write_in)
				next_state = i_cache;
		end
		d_cache: begin
			if(s_resp_in)
					next_state = idle;
			else begin
                if(priority1_read_in | priority1_write_in)
                    next_state = d_cache;
                else
                    next_state = idle;
			end
		end
		i_cache: begin
			if(s_resp_in)
                next_state = idle;
			else begin
                if(priority2_read_in | priority2_write_in)
                    next_state = i_cache;
                else
                    next_state = idle;
			end
		end
		default: begin ; end  
	endcase
end
always_ff @(posedge clk)
begin: next_state_assignment
	state <= next_state;
end
 endmodule : arbiter_control
</file>
==> impl_metrics.csv <==
group,metric,value,unit
outcome,status,"finished with violations",
outcome,violations,"setup timing",
worst_hold_path,hold_end,"state[0]",
final_timing,maxSlewViolCount,0,
synth,syn_area,121,µm²
clock_network,htreeDepth,1,
die,core_area,3420,µm²
die,die_area,6400,µm²
routing,ant_nets,0,
layout,largest_reg_flops,3,
placement,port_buffers,7,
placement,dp_cells,69,
clock_network,cts_buffers,3,
worst_setup_path,path_max_fanout,2,
die,die_y,80,µm
worst_hold_path,hold_class,"in2reg",
worst_hold_path,whs_path_depth,3,
routing,routed_via_density,2.10,
clock_network,cts_sinks,3,
clock_network,clk_latency,0.23,ns
clock_network,clockRootBuffer,"clkbuf_4",
pwr,p_leak,0.101,nW
clock_network,post_cts_buffers,0,
worst_setup_path,cp.arrival,1.12,ns
die,initCoreUtil,3.55,%
routing,drt_wl_total,472,µm
final_timing,slew_headroom,85.2,%
die,die_w,80,µm
pwr,ir_drop,0.201,mV
synth,synthCells,14,
die,ios,8,
clock_network,clk_pin_slew_worst_paths,0.03,ns
routing,vias,153,
synth,ys_ff,3,
layout,final_layout_top_logic_cells,"clkdlybuf4s50_1, clkbuf_4",
pwr,p_per_area,1250,nW/µm²
layout,finalNonFillerCells,73,
pwr,p_total,366,µW
synth,ys_warn_count,1,
synth,ys_cells,14,
layout,num-fill-cells,414,
synth,syn_avg_cell_area,8.67,µm²
worst_setup_path,crit_required,1.10,ns
worst_setup_path,worstSetupPathType,"in2reg",
global_routing,antenna_found_initial,0,
job,max_cap_violations,0,
layout,syn_to_final_growth,141,%
synth,yosys.cell_types.count,9,
final_timing,setup_viol,1,
worst_setup_path,end_kind,"flop",
worst_setup_path,r2r_end,"state[0]",
final_timing,fin_worst_skew,0.000603,ns
layout,logic_area,65.1,µm²
final_timing,timing.final.ws_setup,-0.0184,ns
worst_hold_path,hp-start,"s_resp_in",
synth,yosysChipArea,121,µm²
layout,largest_register,"state",
final_timing,fin_crit_sh,102,%
worst_setup_path,ff2ff_setup_slack,0.23,ns
routing,dr.pass1.iters,4,
layout,layout_top_cell,"clkdlybuf4s50_1",
clock_network,cts_buffer_depth,2,
routing,drc,0,
final_timing,fmax,982,MHz
global_routing,grt.total_usage,1.55,%
worst_setup_path,worstRegToRegCells,3,
final_timing,layout_min_cycle_time,1.02,ns
placement,globalplace.congestion,0.763,
routing,post_drt_wl_per_cell,6.47,µm
final_timing,worst_pin_slew,0.219,ns
final_timing,whs,0.267,ns
die,rows,21,
routing,drt_iter0_markers,4,
layout,seqCellArea,61.3,µm²
global_routing,grt_pass1_wl,696,µm
clock_network,cts_tree,"yes",
synth,ys_seq_share,49.5,%
final_timing,hold_viol_final,0,
worst_setup_path,critPathLaunchType,"primary input",
layout,final_layout_size_suffix_gt1_share,40.7,%
global_routing,grt-ovfl-total,0,
layout,reg_top3,"state x3",
routing,num_antenna_cells,0,
worst_setup_path,worstReg2RegStart,"state[2]",
global_routing,grt_max_degree,4,
global_routing,grt_pass1_vias,143,
job,openroad.warnings,25,
## critical path: stages
cell and delay [ns]:
clkdlybuf4s50_1 0.50, nor2_1 0.08, o21ai_0 0.21, o311ai_2 0.13
## metal layers
metal / GRT usage (%) / vias to the layer above / share of wire, %
li1: - / 74 / -
met1: 1.66 / 61 / 40
met2: 1.44 / 16 / 31
met3: 2.50 / 2 / 28
met4: 0.352 / 0 / 0.85
met5: 0 / - / 0
## cells by family after synthesis
group | share of synthesized area [%]
buffers and inverters | 3.09
AND-OR/OR-AND | 23.7
AND/OR/NAND/NOR | 23.7
flip-flops | 49.5
## what timing repair did
action / 4_1_cts / 5_1_grt
gates resized: 8 / 3
endpoints found under the setup margin: 2 / 2
hold buffers: 0 / 0
gates cloned: 0 / 0
## synth_stat cells
| library cell | number | share of area (%) |
|---|---|---|
| o311ai_1 | 1 | 7.2 |
| nand2_2 | 1 | 5.2 |
| a21oi_1 | 2 | 8.2 |
| nor2_4 | 1 | 9.3 |
| dfxtp_1 | 3 | 49 |
| nand2_1 | 1 | 3.1 |
| nor2_1 | 2 | 6.2 |
| o21ai_0 | 2 | 8.2 |
| inv_1 | 1 | 3.1 |
## final cells by class
| cell class | instances | share of cell area (%) |
|---|---|---|
| well taps | 46 | 19.7 |
| inverters | 1 | 1.28 |
| repair buffers | 9 | 26.9 |
| multi-input cells | 10 | 22.2 |
| flip-flops and latches | 3 | 20.9 |
| clock buffers | 4 | 8.97 |
## worst max-delay path by stage
| stage | start | end | depth (start not counted) |
|---|---|---|---|
| finish | priority2_write_in | state[0] | 4 |
| CTS | state[2] | cache_arbiter_sel | 1 |
| global route | priority2_write_in | state[0] | 4 |
## power by group
group | switching (mW) | leakage [nW] | internal (mW)
Sequential | 0 | 0.0247 | 0.120
Clock | 0.0604 | 0.0150 | 0.149
Combinational | 0.0142 | 0.0613 | 0.0221
Total | 0.0746 | 0.101 | 0.292
## metrics by stage
stage	setup WS (ns)	cell area [µm²]	TNS, ns	util (%)
3_3_place_gp	-0.410	264	-0.873	7.73
2_1_floorplan	0.349	121	0	-
5_1_grt	-0.0313	293	-0.0313	8.57
3_5_place_dp	-0.406	264	-0.896	7.73
4_1_cts	0.0115	284	0	8.32
6_report	-0.0184	293	-0.0184	8.57
Power and IR drop assume default switching activity.
