## /design/flow/design.v

```verilog
package lc3b_types;
typedef logic [15:0] lc3b_word;
typedef logic [7:0] lc3b_byte;
typedef logic [255:0] lc3b_cacheline;
typedef logic [2:0] lc3b_c_index;
typedef logic [7:0] lc3b_c_tag;
typedef logic [6:0] lc3b_7b_plru;
typedef logic [8:0]  lc3b_offset9;
typedef logic [5:0]  lc3b_offset6;
typedef logic [10:0] lc3b_offset11;
typedef logic [10:0] lc3b_ir_10_0;
typedef logic [4:0]  lc3b_imm5;
typedef logic [3:0]  lc3b_imm4;
typedef logic [7:0]  lc3b_trapvect8;
typedef logic  [2:0] lc3b_reg;
typedef logic  [2:0] lc3b_nzp;
typedef logic  [1:0] lc3b_mem_wmask;
typedef enum bit [3:0] {
    op_add  = 4'b0001,
    op_and  = 4'b0101,
    op_br   = 4'b0000,
    op_jmp  = 4'b1100,    
    op_jsr  = 4'b0100,    
    op_ldb  = 4'b0010,
    op_ldi  = 4'b1010,
    op_ldr  = 4'b0110,
    op_lea  = 4'b1110,
    op_not  = 4'b1001,
    op_rti  = 4'b1000,
    op_shf  = 4'b1101,
    op_stb  = 4'b0011,
    op_sti  = 4'b1011,
    op_str  = 4'b0111,
    op_trap = 4'b1111
} lc3b_opcode;
typedef enum bit [3:0] {
    alu_add,
    alu_and,
    alu_not,
    alu_pass,
    alu_sll,
    alu_srl,
    alu_sra
} lc3b_aluop;
typedef struct packed {
    lc3b_aluop aluop;
    logic offset6_lsse;
    logic marmux_EX_sel;
    logic[1:0] alumux_sel;
} lc3b_control_word_ex;
typedef struct packed {
    logic d_mem_read;
    logic d_mem_write;
    logic offset6_lsse;
    logic [1:0] forward_MEM_sel;
} lc3b_control_word_mem;
typedef struct packed {
    logic d_mem_read;                
    logic d_mem_write;
    lc3b_opcode opcode;
    logic destmux_sel;
    logic[1:0] regfilemux_sel;
    logic load_cc;
    logic load_regfile;
    logic [1:0] forward_WB_sel;
} lc3b_control_word_wb;
typedef struct packed {
    logic src2mux_sel;
    lc3b_control_word_ex ex;
    lc3b_control_word_mem mem;
    lc3b_control_word_wb wb;
} lc3b_control_word;
typedef struct packed {
    logic load_d;
    logic load_v;
    logic load_TD;
    logic d_in;
    logic v_in;
} lc3b_cWay_ctl;
typedef struct packed {
    logic load_lru;
    lc3b_cWay_ctl way0;
    lc3b_cWay_ctl way1;
    lc3b_cWay_ctl way2;
    lc3b_cWay_ctl way3;
    lc3b_cWay_ctl way4;
    lc3b_cWay_ctl way5;
    lc3b_cWay_ctl way6;
    lc3b_cWay_ctl way7;
} lc3b_L2_ctl;
typedef struct packed {
    logic d_out;
    logic v_out;
    logic hit;
} lc3b_cWay_state;
typedef struct packed {
    lc3b_cWay_state way0;
    lc3b_cWay_state way1;
    lc3b_cWay_state way2;
    lc3b_cWay_state way3;
    lc3b_cWay_state way4;
    lc3b_cWay_state way5;
    lc3b_cWay_state way6;
    lc3b_cWay_state way7;
} lc3b_L2_state;
typedef struct packed {
    lc3b_reg dest_mem;
	lc3b_reg dest_wb;
	lc3b_reg src1_ex;
	lc3b_reg src2_ex;
	logic load_regfile_mem;
	logic load_regfile_wb;
} lc3b_forward_ex;
typedef struct packed {
    logic load_regfile_wb;
    lc3b_reg dest_wb;
    lc3b_reg sourceR_mem;
    lc3b_reg baseR_mem;
} lc3b_forward_mem;
typedef struct packed {
    logic load_regfile_wb;
    lc3b_word forward_val;
    lc3b_reg dest_wb;
} lc3b_forward_save;
typedef struct packed {
    logic valid;
    logic dirty;
    lc3b_word addr;
    lc3b_cacheline data;
} lc3b_eviction_array_entry;
endpackage : lc3b_types
module mux16 #(parameter width = 16)  
(
	input [3:0] sel, 									 
	input [width - 1:0] a,b,c,d,e,f,g,h,i,j,k,l,m,n,o,p,      
	output logic [width - 1:0] y 	             
);
always_comb
begin
    case (sel)
        4'b0000: y = a;
        4'b0001: y = b;
        4'b0010: y = c;
        4'b0011: y = d;
        4'b0100: y = e;
        4'b0101: y = f;
        4'b0110: y = g;
        4'b0111: y = h;
		4'b1000: y = i;
		4'b1001: y = j;
		4'b1010: y = k;
		4'b1011: y = l;
		4'b1100: y = m;
		4'b1101: y = n;
		4'b1110: y = o;
		4'b1111: y = p;
        default : y = a;
    endcase
end
endmodule : mux16
```

## /design/flow/run.sh

```bash
#!/bin/bash
# OpenROAD 26Q1-2900-gdf79404cd8, Yosys 0.63+post, stock flow scripts
make -C /OpenROAD-flow-scripts/flow DESIGN_CONFIG=/design/flow/config.mk WORK_HOME=/design/flow/orfs finish
```

## /design/flow/config.mk

```make
export PLATFORM = sky130hd
export DESIGN_NAME = mux16
export DESIGN_NICKNAME = mux16
export VERILOG_FILES = /design/flow/design.v
export SDC_FILE = /design/flow/constraint.sdc
export NUM_CORES = 4
export LEC_CHECK = 1
export CORE_AREA = 10 10 127 127
export DIE_AREA = 0 0 137 137
```

## /design/flow/constraint.sdc

```tcl
current_design mux16

set clk_period 3.9
set clk_io_pct 0.2

create_clock -name clk0 -period $clk_period

set non_clock_inputs [all_inputs -no_clocks]
set_input_delay [expr $clk_period * $clk_io_pct] -clock clk0 $non_clock_inputs
set_output_delay [expr $clk_period * $clk_io_pct] -clock clk0 [all_outputs]
```

==> results.json <==
{
  "outcome": "finished clean",
  "yosysWarnings": 1,
  "chip_area_sq_mm": 0.0188,
  "ant_nets": 0,
  "grt_max_degree": 28,
  "synth.most_common_cell": "a22oi_1",
  "syn_area_per_cell_sq_um": 6.70,
  "ys_seq_share_pct": 0,
  "maxCapViolCount": 0,
  "drtIter0Drc": 181,
  "fp.dieH_um": 137,
  "drive_gt1_share_pct": 9.41,
  "grt_usage_pct": 17.5,
  "leakage_nw": 1.90,
  "area_delta_synth_final_pct": 138,
  "utilization_pct": 39.0,
  "worstSetupEndpointType": "output pin",
  "rows": 42,
  "drt-total-wl_mm": 17.6,
  "crit_required_ns": 3.12,
  "grt_first_pass_wirelength_mm": 25.4,
  "gr-total-overflow": 0,
  "top_cells_by_area": "a22oi_1, mux2_2, a22o_1",
  "netlist_instances": 326,
  "post-route-period-util_pct": 92.1,
  "core_area_sq_mm": 0.0133,
  "synth_cell_types": 41,
  "dr.pass1.iters": 5,
  "gp_congestion": 0.907,
  "portBuffers": 276,
  "ys_cells": 326,
  "grt_pass1_vias": 4318,
  "die_w_um": 137,
  "cp_max_fo": 12,
  "fillers": 1418,
  "power-per-cell-area_mw_per_mm2": 109,
  "wl_per_cell_um": 22.8,
  "cts_resized": 0,
  "vias": 3912,
  "ios": 276,
  "crit_arrival_ns": 2.81,
  "cts_setup_buffers": 0,
  "fin_crit_ns": 3.59,
  "yosysChipArea_sq_mm": 0.00218,
  "min_path_type": "input port to output pin",
  "postCtsHoldBufs": 0,
  "hpwl_mm": 15.3,
  "yosysTopAreaCell": "a22oi_1",
  "top_cell_area_share_pct": 18.6,
  "fp_util_pct": 16.4,
  "nClkBuffers": 0,
  "rsz0062_at_grt": "no",
  "setup_viol": 0,
  "routed_via_density": 5.06,
  "setup_tns_ns": 0,
  "cp-start-kind": "input port",
  "tightest_slew_ns": 0.563,
  "drc": 0,
  "design.seq.count": 0,
  "crit_type": "input port to output pin",
  "antenna_found_initial": 2,
  "seq_area_sq_um": 0,
  "slew_violations": 0,
  "warnings": 32,
  "maxClockFrequency_mhz": 278,
  "hold_violations": 0,
  "crit_end": "y[4]",
  "slew_headroom_pct": 62.4,
  "syn_area_sq_mm": 0.00218,
  "peakVddDrop_mv": 0.0352,
  "top_cells_by_count": "a22oi_1, nand2_1, nor2_1",
  "crit_start": "sel[1]"
}
## report_power, final
part                  total, W  switching, W     internal (W)  leakage (nW)
Combinational         0.000570      0.000192         0.000378          1.90
Clock          0.0000000000686             0  0.0000000000686     0.0000127
Sequential                   0             0                0             0
Total                 0.000570      0.000192         0.000378          1.90
## worst max-delay path, cell delays in order
cell and delay [ns]:
buf_2 0.17, buf_4 0.18, nor2b_2 0.12, and2_1 0.49, a221oi_1 0.18, buf_4 0.19, a31oi_1 0.18, clkdlybuf4s50_1 0.51
## final cells by class
cell class,count,area (sq um),share of cell area [%]
Antenna cell,2,5.00,0.0961
Multi-Input combinational cell,282,1950,37.4
Timing Repair Buffer,310,3020,58.1
Inverter,3,11.3,0.216
Tap cell,176,220,4.23
## routing by layer
layer | global-route usage, % | wire [um] | vias up
li1 | - | - | 1869
met1 | 22.6 | 7590 | 1824
met2 | 29.9 | 8380 | 208
met3 | 4.17 | 1470 | 11
met4 | 1.58 | 175 | 0
met5 | 0 | 0 | -
## logic make-up after synthesis
logic type,Yosys count,synth area share (%)
AOI/OAI and AO/OA,175,60.3
and+or+nand+nor,89,19.3
buffers and inverters,44,10.9
muxes,18,9.56
## stage by stage
step	instance area, sq um	setup slack, ns	total power, W	hold WS, ns	cells
finish	5210	0.308	0.000570	2.40	773
global route	5200	0.166	0.000612	2.46	772
CTS	5200	0.261	0.000575	2.42	771
detailed placement	5200	0.281	0.000572	2.41	771
global placement	5200	0.283	0.000571	2.42	771
floorplan	2180	1.18	0.000184	1.64	326
## cell usage in the layout, fill, tap and decap left out, drive strengths merged
cell           instances
o221ai                 3
nand4                  2
o2bb2ai               12
inv                    3
o31ai                  1
nand2                 32
a22o                  16
a221oi                14
a311o                  1
mux2                  13
clkdlybuf4s50        272
and2b                  1
nor2b                  6
nor2                  33
a31oi                 17
a211oi                 4
mux4                   1
a32oi                  3
diode                  2
o32a                   3
and2                   3
a221o                  1
nand2b                 2
mux2i                  4
a22oi                 54
and3                   6
buf                   38
a211o                 12
o22ai                 13
nor3b                  2
a21oi                 17
o21ai                  3
a2bb2o                 1
or2                    2
## how the worst min path moves through the flow
stage / from / slack (ns) / end / cells after the start
finish: sel[0] / 2.40 / y[3] / 4
global route: sel[0] / 2.46 / y[3] / 4
CTS: sel[0] / 2.42 / y[3] / 4
No activity file was given, so power comes from the tool's default toggle rates.
