[flow/design.v]
package lc3b_types;
typedef logic [15:0] lc3b_word;
typedef logic [7:0] lc3b_byte;
typedef logic [255:0] lc3b_cacheline;
typedef logic [2:0] lc3b_c_index;
typedef logic [7:0] lc3b_c_tag;
typedef logic [6:0] lc3b_7b_plru;
typedef logic [8:0]  lc3b_offset9;
typedef logic [5:0]  lc3b_offset6;
typedef logic [10:0] lc3b_offset11;
typedef logic [10:0] lc3b_ir_10_0;
typedef logic [4:0]  lc3b_imm5;
typedef logic [3:0]  lc3b_imm4;
typedef logic [7:0]  lc3b_trapvect8;
typedef logic  [2:0] lc3b_reg;
typedef logic  [2:0] lc3b_nzp;
typedef logic  [1:0] lc3b_mem_wmask;
typedef enum bit [3:0] {
    op_add  = 4'b0001,
    op_and  = 4'b0101,
    op_br   = 4'b0000,
    op_jmp  = 4'b1100,    
    op_jsr  = 4'b0100,    
    op_ldb  = 4'b0010,
    op_ldi  = 4'b1010,
    op_ldr  = 4'b0110,
    op_lea  = 4'b1110,
    op_not  = 4'b1001,
    op_rti  = 4'b1000,
    op_shf  = 4'b1101,
    op_stb  = 4'b0011,
    op_sti  = 4'b1011,
    op_str  = 4'b0111,
    op_trap = 4'b1111
} lc3b_opcode;
typedef enum bit [3:0] {
    alu_add,
    alu_and,
    alu_not,
    alu_pass,
    alu_sll,
    alu_srl,
    alu_sra
} lc3b_aluop;
typedef struct packed {
    lc3b_aluop aluop;
    logic offset6_lsse;
    logic marmux_EX_sel;
    logic[1:0] alumux_sel;
} lc3b_control_word_ex;
typedef struct packed {
    logic d_mem_read;
    logic d_mem_write;
    logic offset6_lsse;
    logic [1:0] forward_MEM_sel;
} lc3b_control_word_mem;
typedef struct packed {
    logic d_mem_read;                
    logic d_mem_write;
    lc3b_opcode opcode;
    logic destmux_sel;
    logic[1:0] regfilemux_sel;
    logic load_cc;
    logic load_regfile;
    logic [1:0] forward_WB_sel;
} lc3b_control_word_wb;
typedef struct packed {
    logic src2mux_sel;
    lc3b_control_word_ex ex;
    lc3b_control_word_mem mem;
    lc3b_control_word_wb wb;
} lc3b_control_word;
typedef struct packed {
    logic load_d;
    logic load_v;
    logic load_TD;
    logic d_in;
    logic v_in;
} lc3b_cWay_ctl;
typedef struct packed {
    logic load_lru;
    lc3b_cWay_ctl way0;
    lc3b_cWay_ctl way1;
    lc3b_cWay_ctl way2;
    lc3b_cWay_ctl way3;
    lc3b_cWay_ctl way4;
    lc3b_cWay_ctl way5;
    lc3b_cWay_ctl way6;
    lc3b_cWay_ctl way7;
} lc3b_L2_ctl;
typedef struct packed {
    logic d_out;
    logic v_out;
    logic hit;
} lc3b_cWay_state;
typedef struct packed {
    lc3b_cWay_state way0;
    lc3b_cWay_state way1;
    lc3b_cWay_state way2;
    lc3b_cWay_state way3;
    lc3b_cWay_state way4;
    lc3b_cWay_state way5;
    lc3b_cWay_state way6;
    lc3b_cWay_state way7;
} lc3b_L2_state;
typedef struct packed {
    lc3b_reg dest_mem;
	lc3b_reg dest_wb;
	lc3b_reg src1_ex;
	lc3b_reg src2_ex;
	logic load_regfile_mem;
	logic load_regfile_wb;
} lc3b_forward_ex;
typedef struct packed {
    logic load_regfile_wb;
    lc3b_reg dest_wb;
    lc3b_reg sourceR_mem;
    lc3b_reg baseR_mem;
} lc3b_forward_mem;
typedef struct packed {
    logic load_regfile_wb;
    lc3b_word forward_val;
    lc3b_reg dest_wb;
} lc3b_forward_save;
typedef struct packed {
    logic valid;
    logic dirty;
    lc3b_word addr;
    lc3b_cacheline data;
} lc3b_eviction_array_entry;
endpackage : lc3b_types
module prefetcher_predictor
(
    input clk,
    input [1:0] hit,
    output logic prediction
);
enum int unsigned {
    weakly_taken, strongly_taken, weakly_not_taken, strongly_not_taken
} state, next_state;
always_comb
begin : state_actions
    prediction = 1'b0;
    case(state)
        strongly_taken, weakly_taken: begin
            prediction = 1'b1;
        end
        weakly_not_taken, strongly_not_taken: begin
            prediction = 1'b0;
        end
        default: ;  
    endcase
end
always_comb
    begin : next_state_logic
      	next_state = state;
      	case(state)
        strongly_taken: begin
            if(hit == 2'b11)
                next_state = strongly_taken;
            else if(hit == 2'b10)
                next_state = weakly_taken;
        end
        weakly_taken: begin
            if(hit == 2'b11)
                next_state = strongly_taken;
            else if(hit == 2'b10)
                next_state = weakly_not_taken;
        end
        weakly_not_taken: begin
            if(hit == 2'b11)
                next_state = weakly_taken;
            else if(hit == 2'b10)
                next_state = strongly_not_taken;
        end
        strongly_not_taken: begin
            if(hit == 2'b11)
                next_state = weakly_not_taken;
            else if(hit == 2'b10)
                next_state = strongly_not_taken;
            end
    		default: ;  
  	endcase
end
always_ff @(posedge clk)
begin: next_state_assignment
	state <= next_state;
end
endmodule : prefetcher_predictor
[flow/run.sh]
#!/bin/bash
# OpenROAD 26Q1-2900-gdf79404cd8, Yosys 0.63+post, stock flow scripts
make -C /OpenROAD-flow-scripts/flow DESIGN_CONFIG=/design/flow/config.mk WORK_HOME=/design/flow/orfs finish
[flow/config.mk]
export PLATFORM = sky130hd
export DESIGN_NAME = prefetcher_predictor
export DESIGN_NICKNAME = prefetcher_predictor
export VERILOG_FILES = /design/flow/design.v
export SDC_FILE = /design/flow/constraint.sdc
export NUM_CORES = 4
export LEC_CHECK = 1
export CORE_AREA = 10 10 70 70
export DIE_AREA = 0 0 80 80
[flow/constraint.sdc]
current_design prefetcher_predictor

set clk_period 1.7
set clk_io_pct 0.2

create_clock -name clk0 -period $clk_period [get_ports {clk}]

set non_clock_inputs [all_inputs -no_clocks]
set_input_delay [expr $clk_period * $clk_io_pct] -clock clk0 $non_clock_inputs
set_output_delay [expr $clk_period * $clk_io_pct] -clock clk0 [all_outputs]
==> run notes <==
fresh numbers from the pnr run: status finished, final reports clean, worst path cell trace or2_2, clkdlybuf4s50_1, CTS Sinks 4, Placement Rows 21, Top Layout Cells 6 x a21oi_1, 4 x dfxtp_1, 3 x clkbuf_4, 3 x clkdlybuf4s50_1, pin count of the biggest net entering global routing 9, register bit total from synthesis 4, Warnings, synthesis 1, Fillers 414, wire per inst 4.96 um, die width 80 um, hold slack between 0.5 and 0.6 ns, cts repair resizes 0, IO Port Bufs 3, crit start category flop, Slew @ Worst Pin 0.247 ns, max incr delay on CP slightly above 0.4 ns, Sequential Power Share 44.2%, DR pass1 iterations 1, Setup violations, final 0, Via Count 119, crit path DAT ~1.2 ns, Fin. Hold Viols 0, Leak 0.0916 nW, library cells used by synthesis 7, core area 3420 sq um, synthesized area 153 sq um, worst slack, placed 0.351 ns, initial antenna violation count 0, Logic pwr share 14.5%, Synth Instances 17, Peak supply drop 0.000110 V, Slew Viols, Final 0, Post-DP Area ~240 sq um, cycle use final between 90% and 100%, die area between 6000 and 7000 sq um, worst setup margin approximately 0.13 ns, fraction of layout cells with a size suffix above 1 ~18%, worst-skew pair later-pin latency 0.23 ns, Net Sw Power between 60 and 70 uW, Setup Buffers After CTS 0, biggest regs state (4), TritonCTS buffer count 3, Ant. Diodes 0, vias in the first global route approximately 130, remaining global-route overflow 0, post-route ant nets 0, DRC errors left 0, TritonCTS clock tree built, final core occ 7.55%, vias per cell 1.75, Avg Inst Size Synth 8.98 sq um, Root Buffer clkbuf_4, IO Pins 4, Worst Path Required 1.36 ns, Clk pin slew, worst setup/hold paths approximately 0.030 ns, die height 80 um, Total GRT Usage roughly 1.1%, critical-path maximum fanout 3, Rel. slew slack 83.5%, final wirelength between 300 and 400 um, fin crit period about 1.6 ns, WP buf/inv 1, Synth Seq Share 52.5%, Max Clk Rate 636 MHz, largest delay contributor family on the critical path buffers and inverters, Fin Clk Skew roughly 0.0037 ns, max-cap viol count 0, share of total power in the clock network 41.3%, Worst Hold Class reg -> reg, internal power 217 uW, yosys cell count 17, final design area excluding fillers roughly 260 sq um, largest reg by FF count state, RSZ-0062 raised after global routing false, PD cells ~1100 nW/um^2, setup TNS 0 ns, Net Sw Frac 22.7%, DRT iter0 DRCs 0, Yosys Chip Area 153 sq um, H-tree depth 1, most frequent logic cell in the layout a21oi_1, Area Overhead vs Synth 68.9%, cts hold-fix bufs 0, critical path type reg -> out, Largest register FFs 4, Log Warnings 25, CTS Buffer Depth 2, GPL Wtd Cong ~0.62, floorplan utilization 4.47%, global-route wire length before repair 517 um, crit path max-delay cell type clkdlybuf4s50_1, crit path capture type output pin, reg-to-reg slack, setup 1.06 ns
[stage by stage]
step | power (mW) | instances
after floorplan | 0.148 | 17
after detailed placement | 0.167 | 65
after CTS | 0.290 | 68
after global placement | 0.165 | 65
after global routing | 0.303 | 68
final | 0.280 | 68
[cell families (layout without fill, tap and decap cells)]
group	after synthesis	after routing	synth area share, %
multiplexers	2	2	13.1
AND/OR/NAND/NOR	3	3	9.02
buffers and inverters	2	7	5.73
flip-flops	4	4	52.5
AND-OR/OR-AND	6	6	19.7
[power by group through the flow]
stage	sequential, mW	clock [mW]	combinational [mW]
6_report	0.124	0.116	0.0405
5_1_grt	0.128	0.130	0.0461
4_1_cts	0.124	0.124	0.0417
[synthesized netlist by cell type]
library cell  n  area share (%)
mux2i_1       2              13
nor2_1        2             4.9
or2_2         1             4.1
buf_2         1             3.3
dfxtp_1       4              52
a21oi_1       6              20
inv_1         1             2.5
[layout make-up]
cell class	count	area [sq um]	area share (%)
sequential	4	80.1	31.1
multi-input combinational	11	63.8	24.8
tap	46	57.6	22.3
timing repair buffer	3	30.0	11.7
clock buffer	3	22.5	8.74
inverter	1	3.75	1.46
[final timing paths]
path	start	cells after the start	end
worst max-delay path	state[2]	2	prediction
worst min-delay path	state[0]	2	state[0]
worst max register to register	state[1]	2	state[0]
worst min register to register	state[0]	2	state[0]
[worst min-delay path, stage by stage, from the launching register on]
cell,delay (ns)
dfxtp_1,0.32
nor2_1,0.09
a21oi_1,0.04
[routing by layer]
layer | global-route usage [%] | vias to the layer above | wire length [um]
li1 | - | 68 | -
met1 | 1.06 | 47 | 143
met2 | 1.36 | 2 | 148
met3 | 1.14 | 2 | 34
met4 | 0.880 | 0 | 10
met5 | 0 | - | 0
No activity file was given, so power comes from the tool's default toggle rates.
